[run.sh]
#!/bin/bash
# OpenROAD 26Q1-2900-gdf79404cd8, Yosys 0.63+post, stock flow scripts
make -C /OpenROAD-flow-scripts/flow DESIGN_CONFIG=/design/flow/config.mk WORK_HOME=/design/flow/orfs finish
[config.mk]
export PLATFORM = sky130hd
export DESIGN_NAME = clk_counter_leds_top
export DESIGN_NICKNAME = clk_counter_leds_top
export VERILOG_FILES = /design/flow/design.v
export SDC_FILE = /design/flow/constraint.sdc
export NUM_CORES = 4
export LEC_CHECK = 1
export CORE_AREA = 10 10 107 107
export DIE_AREA = 0 0 117 117
[constraint.sdc]
current_design clk_counter_leds_top

set clk_period 5.5
set clk_io_pct 0.2

create_clock -name clk0 -period $clk_period [get_ports {EXTCLK}]

set non_clock_inputs [all_inputs -no_clocks]
set_input_delay [expr $clk_period * $clk_io_pct] -clock clk0 $non_clock_inputs
set_output_delay [expr $clk_period * $clk_io_pct] -clock clk0 [all_outputs]
[design.v]
module clk_counter_leds_top
#(
  parameter EXT_CLOCK_FREQ = 50000000,  
  parameter EXT_CLOCK_PERIOD = 20.000   
)
(
  input  wire          EXTCLK, 
  input  wire   [1:0]  KEY,   
  output logic  [7:0]  LEDG   
);
logic [31:0] clk_counter = 0;  
assign LEDG = clk_counter[($size(clk_counter)-1)-:$size(LEDG)];  
always_ff @(posedge EXTCLK, negedge KEY[0]) begin 
  if(KEY[0]!=1'b1) begin 
    clk_counter <= 0;  
  end else begin
    clk_counter <= clk_counter + 1;  
  end
end
endmodule
==> run_summary.xml <==
<?xml version="1.0" encoding="UTF-8"?>
<metrics>
  <group name="global_route">
    <metric name="grt_antenna_before_repair" unit="">0</metric>
    <metric name="overflow" unit="">0</metric>
    <metric name="maximum_number_of_pins_on_one_net_before_global_route_repair" unit="">33</metric>
    <metric name="number_of_global_route_vias_before_repair" unit="">967</metric>
    <metric name="track_usage" unit="%">3.92</metric>
    <metric name="wire_length_of_the_first_global_routing_pass" unit="um">4390</metric>
  </group>
  <group name="yosys">
    <metric name="synth_chip_area" unit="sq mm">0.00154</metric>
    <metric name="ys_cells" unit="">135</metric>
    <metric name="async_sr_flop_fraction" unit="%">100</metric>
    <metric name="ys_warn_count" unit="">1</metric>
    <metric name="postSynthSeqShare" unit="%">52.0</metric>
    <metric name="synth_top_cell_by_area" unit="">dfrtp_1</metric>
    <metric name="synthesis.instances" unit="">135</metric>
    <metric name="distinct_cell_type_count_after_synthesis" unit="">25</metric>
    <metric name="number_of_enable_flip_flop_cells" unit="">0</metric>
    <metric name="avgSynthCellArea" unit="sq um">11.4</metric>
    <metric name="synth.ff_latch_count" unit="">32</metric>
    <metric name="synth_area" unit="sq mm">0.00154</metric>
    <metric name="dominantRegCellSynth" unit="">dfrtp_1</metric>
    <metric name="top_cells_by_area" unit="">dfrtp_1, xor2_1, xnor2_1</metric>
    <metric name="yosys.area.top_type_share" unit="%">52.0</metric>
  </group>
  <group name="clock_tree">
    <metric name="clk_pin_slew_worst_paths" unit="ps">60</metric>
    <metric name="cts_made_buffers" unit="">5</metric>
    <metric name="cts_htree_levels" unit="">2</metric>
    <metric name="cts_setup_buffers" unit="">0</metric>
    <metric name="postCtsHoldBufs" unit="">0</metric>
    <metric name="root_buffer" unit="">clkbuf_8</metric>
    <metric name="tritoncts" unit="">done</metric>
    <metric name="clock.latency.late_pin" unit="ps">280</metric>
    <metric name="max-clock-path-buffers" unit="">2</metric>
    <metric name="cts-resized-gates" unit="">0</metric>
    <metric name="clock_sink_count" unit="">32</metric>
  </group>
  <group name="floorplan">
    <metric name="num_rows" unit="">35</metric>
    <metric name="die.size.y" unit="um">117</metric>
    <metric name="io_pins" unit="">11</metric>
    <metric name="fp-utilization" unit="%">16.7</metric>
    <metric name="chip_area" unit="sq mm">0.0137</metric>
    <metric name="floorplan.core_area" unit="sq mm">0.00920</metric>
    <metric name="die_w" unit="um">117</metric>
  </group>
  <group name="hold_path">
    <metric name="min-delay-path-class" unit="">reg -&gt; reg</metric>
  </group>
  <group name="layout">
    <metric name="sequential_cell_area" unit="sq um">801</metric>
    <metric name="register_bank_with_the_most_flops" unit="">clk_counter</metric>
    <metric name="final_layout_size_suffix_gt1_share" unit="%">12.1</metric>
    <metric name="largest_reg_flops" unit="">32</metric>
    <metric name="utilization" unit="%">19.4</metric>
    <metric name="comb_area" unit="sq um">634</metric>
    <metric name="largestRegisters" unit="">clk_counter x32</metric>
    <metric name="num-fill-cells" unit="">978</metric>
    <metric name="area_delta_synth_final" unit="%">15.7</metric>
  </group>
  <group name="final_timing">
    <metric name="post-route-period-util" unit="%">42.1</metric>
    <metric name="max_slew_margin" unit="%">60.2</metric>
    <metric name="report.final.setup_viol" unit="">0</metric>
    <metric name="timing.setup.tns" unit="ps">0</metric>
    <metric name="worst_slew_pin_slew" unit="ps">595</metric>
    <metric name="period_needed" unit="ps">2320</metric>
    <metric name="clock_skew" unit="ps">7.73</metric>
    <metric name="hold_viol" unit="">0</metric>
    <metric name="fmax" unit="MHz">432</metric>
    <metric name="hold-worst-slack" unit="ps">463</metric>
    <metric name="final_max_slew_viol_count" unit="">0</metric>
    <metric name="rsz0062_at_grt" unit="">no</metric>
  </group>
  <group name="route">
    <metric name="remaining_drc_errors" unit="">0</metric>
    <metric name="avgViaCountPerCell" unit="">3.69</metric>
    <metric name="routed_wire_length" unit="um">2440</metric>
    <metric name="antennaDiodeCount" unit="">0</metric>
    <metric name="drtIter0Drc" unit="">65</metric>
    <metric name="routed_wire_length_per_instance" unit="um">9.69</metric>
    <metric name="drt_pre_antenna_iters" unit="">4</metric>
    <metric name="postRouteAntennaNets" unit="">0</metric>
    <metric name="detailroute.via_count" unit="">929</metric>
  </group>
  <group name="place">
    <metric name="hpwlAfterDp" unit="um">1610</metric>
    <metric name="rd_place_congestion" unit="">0.697</metric>
    <metric name="numPortBuffers" unit="">9</metric>
  </group>
  <group name="flow_run">
    <metric name="drv_cap" unit="">0</metric>
    <metric name="stage_log_warnings" unit="">26</metric>
  </group>
  <group name="setup_path">
    <metric name="worst_path_dominant_cell_family" unit="">buffers and inverters</metric>
    <metric name="crit_buf_inv" unit="">1</metric>
    <metric name="timing.critical_path.arrival" unit="ps">1220</metric>
    <metric name="crit_path_max_incr_delay" unit="ps">500</metric>
    <metric name="worst-setup-path-type" unit="">reg -&gt; out</metric>
    <metric name="required" unit="ps">4400</metric>
    <metric name="crit_fanout" unit="">6</metric>
    <metric name="critical-path-slowest-cell" unit="">clkdlybuf4s50_1</metric>
    <metric name="endpoint_kind" unit="">output port</metric>
    <metric name="critical_path.startpoint_type" unit="">register</metric>
    <metric name="timing.critical_path.cells" unit="">clkdlybuf4s50_1</metric>
  </group>
  <group name="status">
    <metric name="status" unit="">finished, final reports clean</metric>
  </group>
  <group name="power_and_ir_drop">
    <metric name="power_density" unit="mW/mm^2">238</metric>
    <metric name="peakVddDrop" unit="uV">70.9</metric>
    <metric name="cellLeakagePower" unit="nW">0.798</metric>
  </group>
</metrics>
-- worst register-to-register path, stage by stage (launching register included) --
cell,delay (ps)
dfrtp_1,400
ha_1,240
nand3_1,100
or3_1,510
nor4_1,310
xor2_1,170
-- power by group --
part	internal (mW)	switching [mW]	total (mW)
clock network	0.102	0.0812	0.183
logic	0.00109	0.00435	0.00544
registers	0.235	0	0.235
-- layout by cell type (no fill, tap or decap) --
cell type,count
nor4_1,4
buf_4,1
and4_1,4
nand3_2,2
and3_1,2
nand2b_1,1
ha_1,1
clkdlybuf4s50_1,9
dfrtp_1,32
clkbuf_1,2
clkbuf_8,6
or2_2,1
or3_4,1
nor3_1,4
nand4_1,3
nor4_4,1
xor2_1,20
or3_1,1
nor4_2,5
nor3b_1,1
nor2_1,6
inv_1,5
xnor2_1,10
nand2_1,9
nand3_1,10
-- logic make-up after synthesis --
logic type,share of synthesized area [%]
and+or+nand+nor,23.3
DFF,52.0
xor gates and xnor gates,17.1
buffers and inverters,6.75
adders and majority gates,0.813
-- through the flow --
step	total power, mW	instances	setup WS [ps]	area [sq um]
after global placement	0.246	244	3470	1690
after detailed placement	0.246	244	3480	1690
after floorplan	0.240	135	3870	1540
after CTS	0.429	252	3160	1780
final	0.424	252	3180	1780
after global routing	0.442	252	3110	1780
-- Yosys cell counts (2+ instances only) --
cell type and instances:
nor2_1 6, and3_1 2, and4_1 4, nor4_1 4
xnor2_1 10, nand3_1 10, nor4_2 5, nor3_1 4
nand4_1 3, xor2_1 20, nand2_1 9, dfrtp_1 32
inv_1 5, buf_2 2, buf_4 8, nand3_2 2
-- path summary, 6_finish.rpt --
path | start | end | slack (ps) | cells after the start
worst max-delay path | clk_counter[26]$_DFF_PN0_ | LEDG[2] | 3180 | 1
worst min-delay path | clk_counter[31]$_DFF_PN0_ | clk_counter[31]$_DFF_PN0_ | 460 | 1
worst max register to register | clk_counter[0]$_DFF_PN0_ | clk_counter[24]$_DFF_PN0_ | 3710 | 5
worst min register to register | clk_counter[31]$_DFF_PN0_ | clk_counter[31]$_DFF_PN0_ | 460 | 1
max in group asynchronous | KEY[0] | clk_counter[0]$_DFF_PN0_ | 4000 | 2
min in group asynchronous | KEY[0] | clk_counter[25]$_DFF_PN0_ | 1210 | 2
-- routing by layer --
layer	global-route usage, %	vias up	part of all wire, %	wire, um
li1	-	460	-	-
met1	5.15	448	48	1180
met2	5.89	17	43	1050
met3	1.91	4	7.2	177
met4	0.494	0	1.2	30
met5	0	-	0	0
-- cell type report --
class | instances | area share (%)
Sequential cell | 32 | 45.0
Multi-Input combinational cell | 86 | 35.6
Inverter | 5 | 1.05
Timing Repair Buffer | 10 | 5.48
Clock buffer | 8 | 5.06
Tap cell | 111 | 7.80
Power is estimated from default activity; no workload was simulated.

==> /design/flow/design.v <==
module debounce #(
  parameter integer unsigned CLK_FREQ = 50_000_000,  
  parameter real DEBOUNCE_TIME = 1.0,   
  parameter logic DEBOUNCE_INIT = 1'b0  
)(
  input  wire  arst_n_i,  
  input  wire  clk_i,     
  input  wire  din_i,     
  output logic deb_o      
);
localparam integer unsigned DEBOUNCE_CYCLES = (CLK_FREQ / 1000) * DEBOUNCE_TIME;
localparam integer unsigned DEBOUNCE_WIDTH = $clog2(DEBOUNCE_CYCLES + 1);
logic deb_sync_0 = 1'b0;
logic deb_sync_1 = 1'b1;  
logic [DEBOUNCE_WIDTH-1:0] deb_counter = '0;
always_ff @(negedge arst_n_i, posedge clk_i) begin
  if (arst_n_i != 1'b1) begin  
    deb_sync_0 <= 1'b0;  
    deb_sync_1 <= 1'b1;  
    deb_o <= DEBOUNCE_INIT;  
    deb_counter <= '0;  
  end else begin
    deb_sync_0 <= din_i;  
    deb_sync_1 <= deb_sync_0;  
    if(deb_sync_1 != deb_sync_0) begin  
      deb_counter <= '0;  
    end else begin  
      if(deb_counter == DEBOUNCE_CYCLES - 2) begin  
        deb_o <= deb_sync_1;  
      end else begin
        deb_counter <= deb_counter + 1'b1;  
      end
    end
  end
end
endmodule
==> /design/flow/run.sh <==
#!/bin/bash
# OpenROAD 26Q1-2900-gdf79404cd8, Yosys 0.63+post, stock flow scripts
make -C /OpenROAD-flow-scripts/flow DESIGN_CONFIG=/design/flow/config.mk WORK_HOME=/design/flow/orfs finish
==> /design/flow/config.mk <==
export PLATFORM = sky130hd
export DESIGN_NAME = debounce
export DESIGN_NICKNAME = debounce
export VERILOG_FILES = /design/flow/design.v
export SDC_FILE = /design/flow/constraint.sdc
export NUM_CORES = 4
export LEC_CHECK = 1
export CORE_AREA = 10 10 79 79
export DIE_AREA = 0 0 89 89
==> /design/flow/constraint.sdc <==
current_design debounce

set clk_period 2.8
set clk_io_pct 0.2

create_clock -name clk0 -period $clk_period [get_ports {clk_i}]

set non_clock_inputs [all_inputs -no_clocks]
set_input_delay [expr $clk_period * $clk_io_pct] -clock clk0 $non_clock_inputs
set_output_delay [expr $clk_period * $clk_io_pct] -clock clk0 [all_outputs]
==> summary.txt <==
The implementation run finished. Number of cells in Yosys stat landed at approximately 95. STA lists the startpoint of the worst register-to-register path as deb_counter[12]$_DFFE_PN0P_. Distinct cell type count of the synthesized netlist landed at 23. Number of warning messages in the yosys log landed at 2. Endpoints failing hold in the final report were tallied at 0.

Layout overhead on the synthesized area landed at 16.6%. TritonCTS built the clock tree. The leakage power in the latest report is 0.401 nW.

Summing every instance area after synthesis gives about 950 µm². Overall global routing resource usage landed at around 4.7%. STA classifies the critical path endpoint as a flop. In this run the horizontal extent of the chip is 89 µm. Number of global-route vias before repair landed at roughly 650. Detail-routed net length per standard cell landed at 10.9 µm. The timing report notes that buffer and inverter cells on the critical path total 0. According to the dpl log, the detail-placed design has an HPWL of approximately 1.2 mm. By startpoint and endpoint, the worst setup path is classified as flop to flop.

Across the routed clock network, the largest skew measured is 0.00436 ns. By instance count, the cell type seen most on the critical path is sky130_fd_sc_hd__or4_4. Per the CTS log, the maximum H-tree level is 1.

Across all stage logs, warnings added up to 26. In this run the clock root is driven by a sky130_fd_sc_hd__clkbuf_8. Count of max-cap constraint violations landed at 0. In the layout the commonest cells are sky130_fd_sc_hd__dfrtp_1 (18), sky130_fd_sc_hd__nor2_1 (13), sky130_fd_sc_hd__xnor2_1 (10). Post-CTS clock slew at the launch and capture registers of the worst setup and hold paths landed at 0.08 ns. Synthesized area divided by synthesized cell count landed at 10.0 µm². Post-cts hold buffer count landed at 0.

Once iteration 0 of detailed routing completed, the report listed 37 DRC markers. The run finished with clean final reports. First-pass GRT wire length landed at 3.05 mm. Initial core utilization landed at between 20 and 25%. For the worst min-delay path, the startpoint reported by OpenROAD is deb_sync_0$_DFF_PN0_.

Relative max-transition margin landed at approximately three quarters. Post-cts resize count landed at 0. STA lists the endpoint of the worst register-to-register path as deb_o$_DFFE_PN0P_. Setup repair after global routing left no endpoint under its margin. In this run the standard cell core region covers 4660 µm².

The worst setup path is launched from a flop. The most common logic cell in the final layout is sky130_fd_sc_hd__dfrtp_1. Nets still carrying antenna violations after routing amount to 0. Register bit total from synthesis landed at 19. Number of rows in the core area landed at 25.

Final tally of setup violations landed at 0. Register-to-register setup slack landed at 0.97 ns. The die covers 7920 µm². Top-level port count landed at 4. After synthesis, the chip area reported by Yosys is 950 µm². On the critical path the data arrives at 1.99 ns. Worst-case reg-to-reg path depth landed at 4. Looking at the hold checks, the worst path lands on deb_sync_1$_DFF_PN1_.

The clock reaches the later pin of the worst-skew pair after approximately 0.26 ns. Number of inserted diodes landed at 0. After clock tree synthesis, the setup repair step added 0 buffers. At the pin with the least slew margin, the transition time is 0.393 ns.

The type recorded for the worst min-delay path is flop to flop. The global route stage reports its total congestion overflow as 0. The die is 89 µm tall. Entering global routing, the biggest net connects 20 pins. The report shows a maximum critical-path fanout of 5.

Counting along the longest clock path gives a buffer depth of 2. Setup total negative slack on the finished layout was measured at 0 ns. Required time of the critical path landed at 2.95 ns. In the finished design, the share of the clock period the worst path needs comes to 65.5%. The number of antenna violations at the first check in global routing was 0. The placement summary gives the final routability congestion estimate as 0.826.

Detailed-route vias per instance landed at between 4 and 5. Stage delay of the slowest cell on the critical path landed at 0.57 ns. Post-synthesis sequential area ratio landed at 50.2%. The smallest clock period supported by the final layout is computed as 1.83 ns. On the critical path, the stage with the largest delay is an instance of sky130_fd_sc_hd__or4_4. Synthesis produced a netlist whose cell count is 95. Number of sinks on the clock net landed at 19. Traced cell by cell, the critical path runs through or4_4 -> or4_4 -> o21ai_1 -> a21oi_1. Pins over their slew limit in the final report were tallied at 0. The detailed router reported a total wirelength of 1.71 mm.

The worst hold path was traced through 0 stages. VDD sags by at most 0.000399 V. Total power divided by cell area landed at roughly 470 nW/µm². DRC violation count after routing landed at 0. The tightest hold path in the finished design has a slack of between 0.4 and 0.5 ns. Total clock buffers created by CTS landed at 3. Ratio of cells with drive above 1 in the final layout landed at 10.7%.

Via count landed at 687. Input and output buffers added on the ports amount to 3. First-pass detailed-route iteration total landed at 4. Per STA, the worst path accumulates the most delay in the family simple AND/OR/NAND/NOR gates.

For this run, the top clock speed supported by timing is 545 MHz.
[per-stage QoR]
stage                     cell area [µm²]  total power (W)  setup WS (ns)  instances  util [%]
after floorplan                       950         0.000319           1.02         95         -
after global placement               1060         0.000336          0.975        153      22.7
after detailed placement             1060         0.000337          0.976        153      22.7
after CTS                            1110         0.000535          0.964        157      23.8
after global routing                 1110         0.000554          0.908        157      23.8
final                                1110         0.000524          0.965        157      23.8
[final cells by class]
cell class	instances	area, µm²
Sequential cell	19	477
Tap cell	54	67.6
Inverter	6	22.5
Multi-Input combinational cell	69	447
Timing Repair Buffer	5	45.0
Clock inverter	1	7.51
Clock buffer	3	41.3
Fill cell	487	3550
[state kept, by name, summed over array words and instances (netlist names)]
signal       count
deb_o            1
deb_counter     16
deb_sync_0       1
deb_sync_1       1
[cells by family (layout without fill, tap and decap cells)]
group                    after synthesis  count (layout)  share of synthesized area (%)
buffers and inverters                  7              15                           2.77
flip-flops                            19              19                           50.2
XOR/XNOR                              12              12                           11.1
AND/OR/NAND/NOR                       43              43                           26.2
adder cells (fa/ha/maj)                2               2                           2.63
AND-OR/OR-AND                         12              12                           7.11
[metal layers]
layer	wire (µm)	track usage (%)
met1	884	6.64
met4	18	0.289
met2	729	7.31
met5	0	0
met3	79	1.38
[worst max-delay path by stage]
stage | start | end | slack [ns] | cells past startpoint
after CTS | deb_counter[12]$_DFFE_PN0P_ | deb_o$_DFFE_PN0P_ | 0.96 | 4
after global routing | deb_counter[12]$_DFFE_PN0P_ | deb_counter[1]$_DFFE_PN0P_ | 0.91 | 4
final | deb_counter[12]$_DFFE_PN0P_ | deb_o$_DFFE_PN0P_ | 0.97 | 4
[synth_stat cells]
| library cell | number | area (µm²) |
|---|---|---|
| sky130_fd_sc_hd__dfrtp_1 | 18 | 450 |
| sky130_fd_sc_hd__nor2_1 | 13 | 48.8 |
| sky130_fd_sc_hd__xnor2_1 | 10 | 87.6 |
| sky130_fd_sc_hd__a21oi_1 | 6 | 30.0 |
| sky130_fd_sc_hd__inv_1 | 6 | 22.5 |
| sky130_fd_sc_hd__nand3_1 | 6 | 30.0 |
| sky130_fd_sc_hd__nor4_1 | 5 | 31.3 |
| sky130_fd_sc_hd__nand4_1 | 4 | 25.0 |
| sky130_fd_sc_hd__o21ai_0 | 4 | 20.0 |
| sky130_fd_sc_hd__nand2_1 | 3 | 11.3 |
| sky130_fd_sc_hd__nor3_1 | 3 | 15.0 |
| sky130_fd_sc_hd__or3_1 | 3 | 18.8 |
| sky130_fd_sc_hd__ha_1 | 2 | 25.0 |
| sky130_fd_sc_hd__or4_4 | 2 | 22.5 |
| sky130_fd_sc_hd__xor2_1 | 2 | 17.5 |
| sky130_fd_sc_hd__a211oi_2 | 1 | 12.5 |
| sky130_fd_sc_hd__and3_1 | 1 | 6.26 |
| sky130_fd_sc_hd__clkbuf_1 | 1 | 3.75 |
| sky130_fd_sc_hd__dfstp_2 | 1 | 26.3 |
| sky130_fd_sc_hd__nand3b_1 | 1 | 7.51 |
| sky130_fd_sc_hd__nand4bb_1 | 1 | 11.3 |
| sky130_fd_sc_hd__nor4_4 | 1 | 21.3 |
| sky130_fd_sc_hd__o21ai_1 | 1 | 5.00 |
[report_power, final]
part	internal, W	switching, W
registers	0.000283	0.0000101
logic	0.0000154	0.0000214
clock network	0.000100	0.0000942
total	0.000399	0.000126
Power is estimated from default activity; no workload was simulated.
